--- design.v ---
module calc_cur_blk(
    input wire [3-1:0] piece,
    input wire [3:0] pos_x,
    input wire [4:0] pos_y,
    input wire [1:0] rot,
    output reg [7:0] blk_1,
    output reg [7:0] blk_2,
    output reg [7:0] blk_3,
    output reg [7:0] blk_4,
    output reg [2:0] width,
    output reg [2:0] height
    );
    always @ (*) begin
        case (piece)
            3'b000: begin
                 blk_1 = 8'b11111111;
                 blk_2 = 8'b11111111;
                 blk_3 = 8'b11111111;
                 blk_4 = 8'b11111111;
                 width = 0;
                 height = 0;
            end
            3'b001: begin
                 if (rot == 0 || rot == 2) begin
                     blk_1 = (pos_y * 10) + pos_x;
                     blk_2 = ((pos_y + 1) * 10) + pos_x;
                     blk_3 = ((pos_y + 2) * 10) + pos_x;
                     blk_4 = ((pos_y + 3) * 10) + pos_x;
                     width = 1;
                     height = 4;
                 end else begin
                     blk_1 = (pos_y * 10) + pos_x;
                     blk_2 = (pos_y * 10) + pos_x + 1;
                     blk_3 = (pos_y * 10) + pos_x + 2;
                     blk_4 = (pos_y * 10) + pos_x + 3;
                     width = 4;
                     height = 1;
                 end
            end
            3'b010: begin
                blk_1 = (pos_y * 10) + pos_x;
                blk_2 = (pos_y * 10) + pos_x + 1;
                blk_3 = ((pos_y + 1) * 10) + pos_x;
                blk_4 = ((pos_y + 1) * 10) + pos_x + 1;
                width = 2;
                height = 2;
            end
            3'b011: begin
                case (rot)
                    0: begin
                        blk_1 = (pos_y * 10) + pos_x + 1;
                        blk_2 = ((pos_y + 1) * 10) + pos_x;
                        blk_3 = ((pos_y + 1) * 10) + pos_x + 1;
                        blk_4 = ((pos_y + 1) * 10) + pos_x + 2;
                        width = 3;
                        height = 2;
                    end
                    1: begin
                        blk_1 = (pos_y * 10) + pos_x;
                        blk_2 = ((pos_y + 1) * 10) + pos_x;
                        blk_3 = ((pos_y + 2) * 10) + pos_x;
                        blk_4 = ((pos_y + 1) * 10) + pos_x + 1;
                        width = 2;
                        height = 3;
                    end
                    2: begin
                        blk_1 = (pos_y * 10) + pos_x;
                        blk_2 = (pos_y * 10) + pos_x + 1;
                        blk_3 = (pos_y * 10) + pos_x + 2;
                        blk_4 = ((pos_y + 1) * 10) + pos_x + 1;
                        width = 3;
                        height = 2;
                    end
                    3: begin
                        blk_1 = (pos_y * 10) + pos_x + 1;
                        blk_2 = ((pos_y + 1) * 10) + pos_x + 1;
                        blk_3 = ((pos_y + 2) * 10) + pos_x + 1;
                        blk_4 = ((pos_y + 1) * 10) + pos_x;
                        width = 2;
                        height = 3;
                    end
                endcase
            end
            3'b100: begin
                if (rot == 0 || rot == 2) begin
                    blk_1 = (pos_y * 10) + pos_x + 1;
                    blk_2 = (pos_y * 10) + pos_x + 2;
                    blk_3 = ((pos_y + 1) * 10) + pos_x;
                    blk_4 = ((pos_y + 1) * 10) + pos_x + 1;
                    width = 3;
                    height = 2;
                end else begin
                    blk_1 = (pos_y * 10) + pos_x;
                    blk_2 = ((pos_y + 1) * 10) + pos_x;
                    blk_3 = ((pos_y + 1) * 10) + pos_x + 1;
                    blk_4 = ((pos_y + 2) * 10) + pos_x + 1;
                    width = 2;
                    height = 3;
                end
            end
            3'b101: begin
                if (rot == 0 || rot == 2) begin
                    blk_1 = (pos_y * 10) + pos_x;
                    blk_2 = (pos_y * 10) + pos_x + 1;
                    blk_3 = ((pos_y + 1) * 10) + pos_x + 1;
                    blk_4 = ((pos_y + 1) * 10) + pos_x + 2;
                    width = 3;
                    height = 2;
                end else begin
                    blk_1 = (pos_y * 10) + pos_x + 1;
                    blk_2 = ((pos_y + 1) * 10) + pos_x;
                    blk_3 = ((pos_y + 2) * 10) + pos_x;
                    blk_4 = ((pos_y + 1) * 10) + pos_x + 1;
                    width = 2;
                    height = 3;
                end
            end
            3'b110: begin
                case (rot)
                    0: begin
                        blk_1 = (pos_y * 10) + pos_x + 1;
                        blk_2 = ((pos_y + 1) * 10) + pos_x + 1;
                        blk_3 = ((pos_y + 2) * 10) + pos_x + 1;
                        blk_4 = ((pos_y + 2) * 10) + pos_x;
                        width = 2;
                        height = 3;
                    end
                    1: begin
                        blk_1 = (pos_y * 10) + pos_x;
                        blk_2 = ((pos_y + 1) * 10) + pos_x;
                        blk_3 = ((pos_y + 1) * 10) + pos_x + 1;
                        blk_4 = ((pos_y + 1) * 10) + pos_x + 2;
                        width = 3;
                        height = 2;
                    end
                    2: begin
                        blk_1 = (pos_y * 10) + pos_x;
                        blk_2 = ((pos_y + 1) * 10) + pos_x;
                        blk_3 = ((pos_y + 2) * 10) + pos_x;
                        blk_4 = (pos_y * 10) + pos_x + 1;
                        width = 2;
                        height = 3;
                    end
                    3: begin
                        blk_1 = (pos_y * 10) + pos_x;
                        blk_2 = (pos_y * 10) + pos_x + 1;
                        blk_3 = (pos_y * 10) + pos_x + 2;
                        blk_4 = ((pos_y + 1) * 10) + pos_x + 2;
                        width = 3;
                        height = 2;
                    end
                endcase
            end
            3'b111: begin
                case (rot)
                    0: begin
                        blk_1 = (pos_y * 10) + pos_x;
                        blk_2 = ((pos_y + 1) * 10) + pos_x;
                        blk_3 = ((pos_y + 2) * 10) + pos_x;
                        blk_4 = ((pos_y + 2) * 10) + pos_x + 1;
                        width = 2;
                        height = 3;
                    end
                    1: begin
                        blk_1 = ((pos_y + 1) * 10) + pos_x;
                        blk_2 = (pos_y * 10) + pos_x;
                        blk_3 = (pos_y * 10) + pos_x + 1;
                        blk_4 = (pos_y * 10) + pos_x + 2;
                        width = 3;
                        height = 2;
                    end
                    2: begin
                        blk_1 = (pos_y * 10) + pos_x + 1;
                        blk_2 = ((pos_y + 1) * 10) + pos_x + 1;
                        blk_3 = ((pos_y + 2) * 10) + pos_x + 1;
                        blk_4 = (pos_y * 10) + pos_x;
                        width = 2;
                        height = 3;
                    end
                    3: begin
                        blk_1 = ((pos_y + 1) * 10) + pos_x;
                        blk_2 = ((pos_y + 1) * 10) + pos_x + 1;
                        blk_3 = ((pos_y + 1) * 10) + pos_x + 2;
                        blk_4 = (pos_y * 10) + pos_x + 2;
                        width = 3;
                        height = 2;
                    end
                endcase
            end
        endcase
    end
endmodule
--- run.sh ---
#!/bin/bash
# OpenROAD 26Q1-2900-gdf79404cd8, Yosys 0.63+post, stock flow scripts
make -C /OpenROAD-flow-scripts/flow DESIGN_CONFIG=/design/flow/config.mk WORK_HOME=/design/flow/orfs finish
--- config.mk ---
export PLATFORM = sky130hd
export DESIGN_NAME = calc_cur_blk
export DESIGN_NICKNAME = calc_cur_blk
export VERILOG_FILES = /design/flow/design.v
export SDC_FILE = /design/flow/constraint.sdc
export NUM_CORES = 4
export LEC_CHECK = 1
export CORE_UTILIZATION = 30
--- constraint.sdc ---
current_design calc_cur_blk

set clk_period 5.9
set clk_io_pct 0.2

create_clock -name clk0 -period $clk_period

set non_clock_inputs [all_inputs -no_clocks]
set_input_delay [expr $clk_period * $clk_io_pct] -clock clk0 $non_clock_inputs
set_output_delay [expr $clk_period * $clk_io_pct] -clock clk0 [all_outputs]
==> impl_metrics.json <==
{
  "setup_tns_ns": 0,
  "postLayoutCellArea_um2": 9706,
  "critical_path.startpoint_type": "input port",
  "drive_above_1_share_pct": 32.46,
  "period_minus_slack_ns": 5.808,
  "slew_headroom_pct": 56.00,
  "syn_avg_cell_area_um2": 6.390,
  "gp_congestion": 1.007,
  "antenna_found_initial": 0,
  "pre_cts_slack_ns": -0.7688,
  "postLayoutSetupSlackWorst_ns": 0.09190,
  "synth-area-yosys_um2": 6314,
  "outcome": "finished, final reports clean",
  "insertedDiodeCount": 0,
  "grt_max_degree": 55,
  "yosysMostFrequentCell": "a21oi_1",
  "hold_ws_ns": 3.242,
  "grt_pass1_vias": 8605,
  "final-seq-area_um2": 0,
  "synthCells": 988,
  "critPathKind": "input port to output pin",
  "ff_count": 0,
  "placed_area_um2": 8723,
  "grt_first_pass_wirelength_mm": 51.75,
  "clkbuf_count": 0,
  "comb_area_um2": 6536,
  "p_leak_nw": 3.968,
  "top_cell_area_share_pct": 10.50,
  "antenna_left": 0,
  "min_path_type": "input port to output pin",
  "design.die.area_um2": 21630,
  "setup_viol": 0,
  "fmax_mhz": 172.2,
  "worstPathRequired_ns": 4.72,
  "io_pins": 52,
  "largest_area_cell": "ha_1",
  "hpwl_mm": 24.89,
  "worstMarginPinSlew_ns": 0.6576,
  "drt_iter0_markers": 1084,
  "die_w_um": 147.1,
  "fin_crit_sh_pct": 98.44,
  "grt.total_usage_pct": 31.67,
  "slew_violations": 0,
  "dr.pass1.iters": 6,
  "netlist-cell-type-count": 78,
  "hold_start": "piece[1]",
  "crit_fanout": 6,
  "max_cap_violations": 0,
  "vias_per_cell": 6.184,
  "crit_start": "pos_y[2]",
  "rsz0062_at_grt": "yes",
  "die_y_um": 147.1,
  "avgRoutedWirePerCell_um": 22.98,
  "openroad.warnings": 45,
  "utilization_pct": 47.51,
  "ys_seq_share_pct": 0,
  "yosys_cells": 988,
  "p_per_area_nw_per_um2": 224.9,
  "crit_path_end_kind": "output pin",
  "vias": 9232,
  "initCoreUtil_pct": 30.90,
  "grt_remaining_overflow": 0,
  "num_rows": 52,
  "top_cells_by_count": "a21oi_1 (120), nand2_1 (103), o21ai_0 (92)",
  "hold_viol_final": 0,
  "totalWireLength_mm": 34.31,
  "io_buffer_count": 52,
  "drc": 0,
  "core_um2": 20430,
  "vdd.ir_drop.worst_mv": 0.1050,
  "ctsHoldBuffers": 0,
  "area_growth_pct": 53.73,
  "ys_warn_count": 1,
  "syn_area_um2": 6314,
  "arrival_ns": 4.63,
  "num-fill-cells": 1999,
  "area_leaders": "ha_1 (11%), a21oi_1 (9.5%), xnor2_1 (8.0%)"
}
## layout make-up
type / count / area share [%]
inverter: 31 / 1.199
multi-input combinational: 863 / 67.35
timing repair buffer: 329 / 27.97
tap: 270 / 3.481
## layer usage
layer  track usage [%]  wire, um  up-vias
met5                 0         0        -
met3             6.149      4066      150
met1             43.35     13530     4244
met2             46.89     14340      649
li1                  -         -     4189
met4             17.27      2374        0
## cell families (layout without fill, tap and decap cells)
family	Yosys count	in the layout	share of synthesized area, %
AND/OR/NAND/NOR	285	285	20.79
buffers and inverters	125	360	7.630
adder cells (fa/ha/maj)	62	62	13.20
multiplexers	5	5	0.8125
XOR/XNOR	94	94	14.21
AND-OR/OR-AND	417	417	43.36
## metrics by stage
| stage | std cells | power, mW |
|---|---|---|
| 2_1_floorplan | 988 | 0.9417 |
| 3_3_place_gp | 1461 | 1.909 |
| 3_5_place_dp | 1461 | 1.897 |
| 4_1_cts | 1482 | 2.058 |
| 5_1_grt | 1493 | 2.314 |
| 6_report | 1493 | 2.183 |
## where the power goes
part | internal (mW) | switching (mW)
Sequential | 0 | 0
Clock | 0 | 0
Combinational | 1.07 | 1.11
Total | 1.07 | 1.11
## placed cells by master, fill, tap and decap left out, types with 11 or more instances in the layout
cell type / count
nor2_1: 78
a21o_1: 11
a221oi_1: 35
o22ai_1: 20
o221ai_1: 11
nand3_1: 24
buf_4: 262
nand2_1: 98
a21oi_1: 114
ha_4: 14
xnor2_2: 13
inv_1: 21
xor2_1: 20
ha_1: 30
o21ai_0: 87
nor3_1: 19
o211ai_1: 17
a211oi_1: 16
clkdlybuf4s50_1: 38
xnor2_1: 43
## worst paths after layout
| kind | end | cells after the start |
|---|---|---|
| worst max-delay path | blk_4[5] | 15 |
| worst min-delay path | width[0] | 4 |
## what timing repair did
| item | in CTS | in global routing |
|---|---|---|
| setup endpoints to repair | 18 | 17 |
| gates resized | 114 | 51 |
| pin swaps | 53 | 40 |
| gates cloned | 1 | 0 |
| setup buffers | 20 | 11 |
## critical path, stage by stage
cell             delay (ns)
buf_4                  0.13
buf_6                  0.13
ha_4                   0.17
xor2_2                 0.16
ha_1                   0.33
ha_4                   0.18
fa_2                   0.60
buf_4                  0.13
xor2_1                 0.15
buf_4                  0.16
buf_4                  0.12
nand2_1                0.07
a32o_1                 0.25
or4_1                  0.47
clkdlybuf4s50_1        0.41
Power and IR drop assume default switching activity.
