### ./constraint.sdc
current_design vga_display

set clk_period 24.1
set clk_io_pct 0.2

create_clock -name clk0 -period $clk_period [get_ports {clk}]

set non_clock_inputs [all_inputs -no_clocks]
set_input_delay [expr $clk_period * $clk_io_pct] -clock clk0 $non_clock_inputs
set_output_delay [expr $clk_period * $clk_io_pct] -clock clk0 [all_outputs]
### ./design.v
module vga_display(
    input wire                                   clk,
    input wire [3-1:0]             cur_piece,
    input wire [8-1:0]               cur_blk_1,
    input wire [8-1:0]               cur_blk_2,
    input wire [8-1:0]               cur_blk_3,
    input wire [8-1:0]               cur_blk_4,
    input wire [(10*22)-1:0] fallen_pieces,
    output reg [7:0]                             rgb,
    output wire                                  hsync,
    output wire                                  vsync
    );
    reg [9:0] counter_x = 0;
    reg [9:0] counter_y = 0;
    assign hsync = ~(counter_x >= (640 + 16) &&
                     counter_x < (640 + 16 + 96));
    assign vsync = ~(counter_y >= (480 + 10) &&
                     counter_y < (480 + 10 + 2));
    wire [9:0] cur_blk_index = ((counter_x-(((640 - (10 * 20)) / 2) - 1))/20) + (((counter_y-(((480 - (22 * 20)) / 2) - 1))/20)*10);
    reg [2:0] cur_vid_mem;
    always @ (*) begin
        if (counter_x >= (((640 - (10 * 20)) / 2) - 1) && counter_y >= (((480 - (22 * 20)) / 2) - 1) &&
            counter_x <= (((640 - (10 * 20)) / 2) - 1) + (10 * 20) && counter_y <= (((480 - (22 * 20)) / 2) - 1) + (22 * 20)) begin
            if (counter_x == (((640 - (10 * 20)) / 2) - 1) || counter_x == (((640 - (10 * 20)) / 2) - 1) + (10 * 20) ||
                counter_y == (((480 - (22 * 20)) / 2) - 1) || counter_y == (((480 - (22 * 20)) / 2) - 1) + (22 * 20)) begin
                rgb = 8'b11111111;
            end else begin
                if (cur_blk_index == cur_blk_1 ||
                    cur_blk_index == cur_blk_2 ||
                    cur_blk_index == cur_blk_3 ||
                    cur_blk_index == cur_blk_4) begin
                    case (cur_piece)
                        3'b000: rgb = 8'b10100100;
                        3'b001: rgb = 8'b11110000;
                        3'b010: rgb = 8'b00111111;
                        3'b011: rgb = 8'b11000111;
                        3'b100: rgb = 8'b00111000;
                        3'b101: rgb = 8'b00000111;
                        3'b110: rgb = 8'b11000000;
                        3'b111: rgb = 8'b00011111;
                    endcase
                end else begin
                    rgb = fallen_pieces[cur_blk_index] ? 8'b11111111 : 8'b10100100;
                end
            end
        end else begin
            rgb = 8'b00000000;
        end
    end
   always @ (posedge clk) begin
       if (counter_x >= 640 + 16 + 96 + 48) begin
           counter_x <= 0;
           if (counter_y >= 480 + 10 + 2 + 33) begin
               counter_y <= 0;
           end else begin
               counter_y <= counter_y + 1;
           end
       end else begin
           counter_x <= counter_x + 1;
       end
   end
endmodule
### ./config.mk
export PLATFORM = sky130hd
export DESIGN_NAME = vga_display
export DESIGN_NICKNAME = vga_display
export VERILOG_FILES = /design/flow/design.v
export SDC_FILE = /design/flow/constraint.sdc
export NUM_CORES = 4
export LEC_CHECK = 1
export CORE_UTILIZATION = 40
### ./run.sh
#!/bin/bash
# OpenROAD 26Q1-2900-gdf79404cd8, Yosys 0.63+post, stock flow scripts
make -C /OpenROAD-flow-scripts/flow DESIGN_CONFIG=/design/flow/config.mk WORK_HOME=/design/flow/orfs finish
==> reports/metrics.cfg <==
[floorplanning]
fp_util=0.4119
die_x_um=127.3
rows=45
core-area_um2=15260
die_y_um=127.3
die_area_um2=16220
pin_count=266

[cts]
htree_levels=1
cts_tree=done
root_buffer=clkbuf_16
holdBufCountCts=0
cts_made_buffers=3
post_cts_buffers=0
clk_latency_ps=250
cts_resized=0
clockBufferDepth=2
clk_pin_slew_ps=60
clkSinkCount=20

[grt]
grt_pass1_vias=6951
grt-ovfl-total=0
grt_use_total=0.2945
grt_pass1_wl_um=36670
antenna_found_initial=0
grt_max_degree=43

[timing]
period_minus_slack_ps=14190
tightestPinTransition_ps=891.9
rsz0062_at_grt=no
slew_headroom=0.4011
setup_tns_ps=0
drv_slew=0
max_freq_mhz=70.49
finClkSkew_ps=3.914
hold_viol_final=0
setup_viol=0
period_used_share=0.5886

[critical_path]
r2r_start=counter_y[0]$_SDFFCE_PP0P_
required_ps=19280
reg2reg_slack_ps=22250
crit_start=counter_y[0]$_SDFFCE_PP0P_
critPathMaxStageDelay_ps=630
crit_type=reg -> out
cp-end-kind=output port
crit_fanout=8
cp_common_cell=ha_1
cp_data_arrival_time_ps=9370
critPathLaunchType=flop
slowest_stage=a311oi_1

[power_and_ir_drop]
powerDensity_nw_per_um2=22.40
p_leak_nw=3.170
power_uw=203.8
ir_drop_mv=0.04279

[outcome]
status=finished, final reports clean

[place]
routabilityCongestion=0.9314
dp_cells=1246
numPortBuffers=265
dp_hpwl_um=19550

[logic_synthesis]
netlist_area_um2=6285
syn_area_per_cell_um2=7.769
yosys.area.top_type=xnor2_1
yosysTopAreaCellShare=0.08362
ys_cells=809
yosysSeqAreaShare=0.07963
edf_count=10
ys_async_sr_fraction=0
synth_flops=20
ys_chip_area_um2=6285
area_leaders=xnor2_1, mux2i_1, ha_1, mux4_2, edfxtp_1
synth_warnings=1
synth.distinct_cells=87
ys.flop_type=edfxtp_1
syn-instance-count=809

[finish]
area_delta_synth_final_pct=44.81
fillCellCount=1381
fin_cells=1250
regArea_um2=500.5
final_cell_mix=clkdlybuf4s50_1, nand2_1, nor2_1
final_common_cell=clkdlybuf4s50_1
logic_area_um2=5354
drive_gt1_frac=0.06641

[detailed_routing]
dr.pass1.iters=5
drtIter0Drc=375
drt_wl_total_um=23580
antenna_left=0
antenna_cells=0
drc=0
vias=7138
vias_per_cell=5.710
avgRoutedWirePerCell_um=18.86

[min_path]
hp-start=counter_x[0]$_SDFF_PP0_
min-delay-path-class=reg -> reg

[flow_run]
warning_count=37
drv_cap=0

==> worst paths after layout <==
check,to,cells past startpoint
setup / recovery,rgb[1],35
hold / removal,counter_x[0]$_SDFF_PP0_,1
setup reg to reg,counter_y[3]$_SDFFCE_PP0P_,6
hold reg to reg,counter_x[0]$_SDFF_PP0_,1
==> logic make-up (layout without fill, tap and decap cells) <==
logic type,after synthesis,in the layout,share of synthesized area
other,1,2,0.0005967
adders and majority gates,36,36,0.07326
AOI/OAI and AO/OA,240,240,0.2763
buffers and inverters,83,312,0.07127
muxes,76,76,0.1768
xor gates and xnor gates,78,78,0.1087
and+or+nand+nor,275,275,0.2134
DFF,20,20,0.07963
==> cells in the mapped netlist (5+ instances only) <==
| cell | n |
|---|---|
| and2_1 | 5 |
| and3_1 | 7 |
| nand2_1 | 78 |
| a31oi_1 | 14 |
| dfxtp_1 | 10 |
| nor2_1 | 66 |
| xnor2_1 | 60 |
| a21o_1 | 7 |
| nand4_1 | 10 |
| a22oi_1 | 6 |
| edfxtp_1 | 10 |
| buf_12 | 5 |
| a21oi_1 | 49 |
| a32oi_1 | 5 |
| a211oi_1 | 13 |
| nor2b_1 | 9 |
| nor3_1 | 24 |
| o21ai_0 | 31 |
| mux2_2 | 5 |
| o2111ai_1 | 5 |
| o31ai_1 | 8 |
| o22ai_1 | 18 |
| buf_2 | 14 |
| nand3_1 | 33 |
| mux4_1 | 9 |
| clkbuf_1 | 27 |
| o211ai_1 | 15 |
| inv_1 | 26 |
| xor2_1 | 18 |
| nand2b_1 | 7 |
| mux2i_1 | 42 |
| o21bai_1 | 6 |
| nor4_1 | 9 |
| mux4_2 | 15 |
| ha_1 | 32 |
| or3_1 | 5 |
==> sequential cells by signal, summed over array words and instances, names as in the netlist <==
signal	cells
counter_x	10
counter_y	10
==> power breakdown <==
| group | total [mW] | leakage (nW) | switching, mW | internal (mW) |
|---|---|---|---|---|
| combinational | 0.123 | 2.92 | 0.0535 | 0.0692 |
| sequential | 0.0354 | 0.197 | 0 | 0.0354 |
| clock | 0.0458 | 0.0511 | 0.0128 | 0.0330 |
==> per-stage QoR <==
stage	worst slack (ps)	util	hold WS, ps	area, µm²
2_1_floorplan	11720	-	561.8	6289
3_3_place_gp	10330	0.5896	527.8	8996
3_5_place_dp	10240	0.5896	538.7	8996
4_1_cts	9934	0.5965	551.5	9101
5_1_grt	8957	0.5965	574.2	9101
6_report	9914	0.5965	548.5	9101
==> routing by layer <==
layer  up-vias  wire length (µm)  GRT usage
li1       3562                 -          -
met1      3266              9969     0.3977
met2       290             11580     0.5076
met3        20              1687    0.05247
met4         0               341    0.03992
met5         -                 0          0
==> area by class of cell <==
| class | count | area share |
|---|---|---|
| clock buffers | 3 | 0.008249 |
| clock inverters | 1 | 0.003299 |
| inverters | 26 | 0.01072 |
| multi-input cells | 707 | 0.5883 |
| flip-flops and latches | 20 | 0.05499 |
| well taps | 211 | 0.02901 |
| repair buffers | 282 | 0.3055 |
==> critical path: cells and delay by family, from the launching register on <==
kind	cells	cell delay, ps
XOR/XNOR	3	1040
flip-flops	1	500
buffers and inverters	3	700
AND-OR/OR-AND	12	2830
AND/OR/NAND/NOR	11	2020
adder cells (fa/ha/maj)	6	1990
Power and IR drop assume default switching activity.
