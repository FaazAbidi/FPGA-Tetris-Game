**flow/design.v**
```verilog
module complete_row(
    input wire                                   clk,
    input wire                                   pause,
    input wire [(10*22)-1:0] fallen_pieces,
    output reg [5-1:0]                 row,
    output wire                                  enabled
    );
    initial begin
        row = 0;
    end
    assign enabled = &fallen_pieces[row*10 +: 10];
     always @ (posedge clk) begin
         if (!pause) begin
             if (row == 22 - 1) begin
                 row <= 0;
             end else begin
                 row <= row + 1;
             end
         end
     end
endmodule
```
**flow/constraint.sdc**
```tcl
current_design complete_row

set clk_period 9.3
set clk_io_pct 0.2

create_clock -name clk0 -period $clk_period [get_ports {clk}]

set non_clock_inputs [all_inputs -no_clocks]
set_input_delay [expr $clk_period * $clk_io_pct] -clock clk0 $non_clock_inputs
set_output_delay [expr $clk_period * $clk_io_pct] -clock clk0 [all_outputs]
```
**flow/config.mk**
```make
export PLATFORM = sky130hd
export DESIGN_NAME = complete_row
export DESIGN_NICKNAME = complete_row
export VERILOG_FILES = /design/flow/design.v
export SDC_FILE = /design/flow/constraint.sdc
export NUM_CORES = 4
export LEC_CHECK = 1
export CORE_AREA = 10 10 139 139
export DIE_AREA = 0 0 149 149
```
**flow/run.sh**
```bash
#!/bin/bash
# OpenROAD 26Q1-2900-gdf79404cd8, Yosys 0.63+post, stock flow scripts
make -C /OpenROAD-flow-scripts/flow DESIGN_CONFIG=/design/flow/config.mk WORK_HOME=/design/flow/orfs finish
```
==> impl_metrics.env <==
# source this file to load flow results
export IMPL_status="completed"
export IMPL_max_slew_margin=0.4803
export IMPL_vias=2224
export IMPL_regMostFlops="row"
export IMPL_fin_area_sq_um=3694
export IMPL_tightest_slew_ns=0.7599
export IMPL_clockRootBuffer="clkbuf_16"
export IMPL_use_met3=0.03173
export IMPL_worstPathRequired_ns=7.44
export IMPL_grt_max_degree=16
export IMPL_crit_type="in -> out"
export IMPL_pre_cts_ws_ns=3.141
export IMPL_drt_initial_drc_count=58
export IMPL_hpwlAfterDp_um=9136
export IMPL_edf_count=5
export IMPL_postCtsHoldBufs=0
export IMPL_vias_per_cell=3.676
export IMPL_num_fill_cells=1844
export IMPL_numCtsBuffers=3
export IMPL_firstDrtPassIters=4
export IMPL_grt_busiest_layer="met2"
export IMPL_gp_congestion=0.7783
export IMPL_portBuffers=227
export IMPL_yosys_cells=158
export IMPL_hold_class="reg -> reg"
export IMPL_finalClockSkew_ns=0.003154
export IMPL_worstHoldEndpoint="row[4]"
export IMPL_cpPeakStageDelay_ns=0.72
export IMPL_grt_pass1_wl_um=14350
export IMPL_ff2ff_path_depth=5
export IMPL_die_h_um=149
export IMPL_placedCellCount=601
export IMPL_cp_arrival_ns=4.18
export IMPL_coreArea_sq_um=16470
export IMPL_chip_area_sq_um=22200
export IMPL_setup_viol=0
export IMPL_hold_path_depth=1
export IMPL_synthesis_area_sq_um=1089
export IMPL_cpMostUsedCell="clkdlybuf4s50_1"
export IMPL_warning_count=26
export IMPL_clockBufferDepth=2
export IMPL_layoutNonFillerInstCount=605
export IMPL_die_w_um=149
export IMPL_leakage_nw=1.218
export IMPL_antenna_cells=0
export IMPL_ys_flops=5
export IMPL_cts_num_sinks=5
export IMPL_largest_register_ffs=5
export IMPL_cts_resized=0
export IMPL_clk_insertion_delay_late_ns=0.22
export IMPL_peakVddDrop_mv=0.05189
export IMPL_antenna_found_initial=0
export IMPL_maxCapViolations=0
export IMPL_most_common_cell="nand4_1"
export IMPL_setup_slack_ns=3.255
export IMPL_met2_usage=0.1644
export IMPL_synth_chip_area_sq_um=1089
export IMPL_wl_per_cell_um=16.60
export IMPL_slew_violations=0
export IMPL_cp_max_fo=1
export IMPL_path_clk_slew_ns=0.03
export IMPL_critPathCaptureType="primary output"
export IMPL_hp_start="row[4]"
export IMPL_reg2reg_slack_ns=7.65
export IMPL_cts_tree="done"
export IMPL_top_cells_by_area="nand4_1 21%, edfxtp_1 14%, nand2_1 6.9%, nor3_1 6.4%, a21oi_1 4.1%"
export IMPL_yosysUniqueCellTypes=36
export IMPL_rows=47
export IMPL_pin_count=228
export IMPL_path_cells="clkdlybuf4s50_1 > and3_1 > a31oi_1 > a2111oi_0 > nor3_1 > o32ai_2 > clkdlybuf4s50_1"
export IMPL_grt_pass1_vias=2635
export IMPL_hold_viol=0
export IMPL_netlist_area_leader_share=0.2126
export IMPL_grt_use_total=0.08482
export IMPL_syn_to_final_growth_pct=239.3
export IMPL_top_area_cell="nand4_1"
export IMPL_fin_crit_sh=0.6500
export IMPL_drive_gt1_frac=0.02857
export IMPL_yosysWarnings=1
export IMPL_top_cells_by_count="37 x nand4_1, 20 x nand2_1, 14 x nor3_1"
export IMPL_antenna_left=0
export IMPL_p_per_area_nw_per_um2=66.34
export IMPL_critPathSlowestCell="a2111oi_0"
export IMPL_synth_cells=158
export IMPL_top_regs="row x5"
export IMPL_fin_crit_ns=6.045
export IMPL_cp_start_kind="input port"
export IMPL_rsz0062_at_grt="false"
export IMPL_met1_usage=0.08837
export IMPL_drc=0
export IMPL_setup_tns_ns=0
export IMPL_async_flop_share=0
export IMPL_critPathTopFamily="AND-OR/OR-AND gates"
export IMPL_flop_cell="edfxtp_1"
export IMPL_rr_endpoint="row[4]"
export IMPL_ys_seq_share=0.1379
export IMPL_htree_levels=1
export IMPL_crit_buf_inv=2
export IMPL_fmax_mhz=165.4
export IMPL_wl_um=10040
export IMPL_reg2reg_from="row[0]"
export IMPL_syn_avg_cell_area_sq_um=6.890
export IMPL_initCoreUtil=0.06611
export IMPL_cts_setup_buffers=0
export IMPL_placed_cell_area_sq_um=3615
export IMPL_grt_overflow=0
## worst register-to-register path: stages (launching register included)
cell	delay, ns
edfxtp_1	0.57
buf_4	0.28
ha_1	0.24
nand2_1	0.06
mux2i_1	0.06
a22o_1	0.18
## cells in the final DEF (no fill, tap or decap)
cell	synthesis	layout
clkbuf_16	0	3
a41oi_1	3	3
nand4b_1	1	1
a211oi_1	1	1
ha_1	2	2
nand3b_1	1	1
inv_1	3	3
mux2i_1	2	2
a21o_1	1	1
and3_1	2	2
nand3_1	9	9
inv_4	1	1
a311o_1	1	1
nor4_1	6	6
mux4_2	2	2
clkdlybuf4s50_1	0	227
a211oi_2	1	1
a221oi_1	2	2
clkbuf_1	2	1
edfxtp_1	5	5
a21oi_1	9	9
buf_4	0	3
nand2_1	20	20
nand2b_1	4	4
o211ai_1	2	2
nand4_1	37	37
o21ai_1	1	1
a41o_1	2	2
a31oi_1	1	1
a2111oi_0	1	1
o32ai_2	1	1
a22o_1	1	1
nor2_1	7	7
o21ai_0	7	7
nor2b_1	1	1
nor3_1	14	14
## stage by stage
step	total power [W]	hold WS, ns	util
3_3_place_gp	0.0001780	0.7998	0.2195
2_1_floorplan	0.00006366	0.6524	-
4_1_cts	0.0002499	0.7996	0.2243
6_report	0.0002450	0.7966	0.2243
3_5_place_dp	0.0001785	0.7870	0.2195
5_1_grt	0.0002619	0.8246	0.2243
## per-layer routing
layer,part of all wire,wire length [um],up-vias
met5,0,0,-
met4,0.0038,38,0
met3,0.10,1035,2
met1,0.36,3638,977
li1,-,-,1107
met2,0.53,5328,138
## kinds of logic (layout without fill, tap and decap cells)
| family | after synthesis | in the layout | share of synthesized area |
|---|---|---|---|
| buf+inv | 11 | 238 | 0.05632 |
| simple gates | 102 | 102 | 0.5012 |
| mux | 4 | 4 | 0.05977 |
| flops | 5 | 5 | 0.1379 |
| compound gates | 34 | 34 | 0.2218 |
| fa+ha+maj | 2 | 2 | 0.02298 |
## layout make-up
cell class	instances	area [sq um]	share of cell area
timing repair buffer	230	2295	0.6213
multi-input combinational	142	877.1	0.2375
tap	220	275.3	0.07453
sequential	5	150.1	0.04065
clock buffer	4	78.83	0.02134
inverter	4	17.52	0.004743
## report_power, final
group | switching, W | leakage [nW] | total (W) | internal [W]
logic | 0.0000398 | 1.13 | 0.000141 | 0.000101
registers | 0.00000607 | 0.0492 | 0.0000347 | 0.0000286
clock network | 0.0000128 | 0.0382 | 0.0000695 | 0.0000567
total | 0.0000587 | 1.22 | 0.000245 | 0.000186
## worst max path at each step
stage                             from      end  depth (start not counted)
final                 fallen_pieces[5]  enabled                          7
after global routing  fallen_pieces[5]  enabled                          7
after CTS             fallen_pieces[5]  enabled                          7
Power is estimated from default activity; no workload was simulated.
